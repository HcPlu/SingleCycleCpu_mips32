[/design/flow/config.mk]
export PLATFORM = sky130hd
export DESIGN_NAME = memorio
export DESIGN_NICKNAME = memorio
export VERILOG_FILES = /design/flow/design.v
export SDC_FILE = /design/flow/constraint.sdc
export NUM_CORES = 4
export LEC_CHECK = 1
export CORE_AREA = 10 10 119 119
export DIE_AREA = 0 0 129 129
[/design/flow/design.v]
`timescale 1ns / 1ps
module memorio(caddress,address,memread,memwrite,ioread,iowrite,mread_data,ioread_data,wdata,rdata,write_data,LEDCtrl,SwitchCtrl);
    input[31:0] caddress;        
    input memread;				 
    input memwrite;				 
    input ioread;				 
    input iowrite;				 
    input[31:0] mread_data;		 
    input[15:0] ioread_data;	 
    input[31:0] wdata;			 
    output[31:0] rdata;			 
    output[31:0] write_data;     
    output[31:0] address;        
    output LEDCtrl;				 
    output SwitchCtrl;           
    reg[31:0] write_data;
    wire iorw;
   reg [31:0]tmp;
    assign  address = caddress;
    assign  rdata = (ioread)?{16'h0000,ioread_data[15:0]}:mread_data;
    assign  iorw = (iowrite||ioread);
	assign	LEDCtrl = iowrite&&(32'hFFFFFC60<=caddress&&caddress<=32'hFFFFFC62);
	assign	SwitchCtrl = ioread&&(32'hFFFFFC70<=caddress&&caddress<=32'hFFFFFC72);
always @* begin
   if(memwrite==0&&iowrite==0)
   tmp=mread_data;
end
    always @* begin
        if((memwrite==1)||(iowrite==1)) begin
          if(LEDCtrl==1)
          begin
             if(caddress[1:0]==2'b00)
             write_data={{16'h0000},tmp[15:0]};
             else if(caddress[1:0]==2'b10)
             write_data={{24'h000000},tmp[23:16]};
           end
            write_data = LEDCtrl==1?write_data:(memwrite==1?wdata:mread_data);
        end else begin
            write_data = 32'hZZZZZZZZ;
        end
    end
endmodule
[/design/flow/run.sh]
#!/bin/bash
# OpenROAD 26Q1-2900-gdf79404cd8, Yosys 0.63+post, stock flow scripts
make -C /OpenROAD-flow-scripts/flow DESIGN_CONFIG=/design/flow/config.mk WORK_HOME=/design/flow/orfs finish
[/design/flow/constraint.sdc]
current_design memorio

set clk_period 2.4
set clk_io_pct 0.2

create_clock -name clk0 -period $clk_period

set non_clock_inputs [all_inputs -no_clocks]
set_input_delay [expr $clk_period * $clk_io_pct] -clock clk0 $non_clock_inputs
set_output_delay [expr $clk_period * $clk_io_pct] -clock clk0 [all_outputs]
==> flow_summary.yaml <==
# flow metrics
global_route:
  globalRouteTotalUtil: 0.105
  grt_pass1_vias: 2371
  grt_max_degree: 34
  grt_pass1_wl_um: 13800
  grt-ovfl-total: 0
  grt_antenna_before_repair: 0
synth:
  synth-cells-yosys: 233
  synth_flop_count: 56
  syn_area_um2: 2240
  yosysTopAreaCell: "mux2i_1"
  synth_warnings: 2
  top_cell_area_share: 0.251
  ys_types: 24
  topCellsByArea: "mux2i_1 25%, dlxtn_1 21%, dlxtp_1 16%"
  syn_area_per_cell_um2: 9.60
  yosys_area_um2: 2240
  syn-instance-count: 233
power_and_ir_drop:
  switching_share: 0.265
  p_per_area_nw_per_um2: 117
  switchingPower_w: 0.000138
  pwr-share-comb: 0.934
  leakagePower_nw: 1.95
  p_int_w: 0.000383
  total_power_w: 0.000520
  pwr-share-clk: 0
  seqPwrFrac: 0.066
  ir_drop_mv: 0.0524
placement:
  hpwl_um: 7890
  numPortBuffers: 213
  place.gp.congestion: 0.743
route:
  drt_wl_total_um: 9790
  n_antenna_cell: 0
  drt_iter0_markers: 48
  avgRoutedWirePerCell_um: 17.4
  via_count: 2272
  via_per_inst: 4.03
  drcViolationCount: 0
  drt_first_pass_iters: 4
  ant_nets: 0
sta:
  hold-worst-slack_ns: 1.50
  finalHoldViolations: 0
  rsz0062_at_grt: "false"
  setup_viol: 0
  untimed_endpoints: 88
  max_freq_mhz: 434
  worstMarginPinSlew_ns: 0.601
  fin_crit_sh: 0.961
  max_slew_margin: 0.599
  finalMaxSlewViolations: 0
  unclocked_regs: 56
  fin_setup_tns_ns: 0
  min_period_ns: 2.31
setup_path:
  cp_top_family: "buffers and inverters"
  crit_path_start_kind: "input port"
  cp.required_ns: 1.92
  cp_num_buf_inv: 4
  cpMaxStageDelayCell: "clkdlybuf4s50_1"
  cp.arrival_ns: 1.83
  crit_path_end_kind: "output port"
  slowest_delay_ns: 0.48
  worstSetupPathType: "in2out"
  cp_max_fo: 12
  cp_cell_sequence: "clkdlybuf4s15_2 > bufbuf_16 > buf_4 > nor2b_1 > clkdlybuf4s50_1"
cells_and_area:
  area_growth_pct: 98.6
  final_layout_size_suffix_gt1_frac: 0.107
die:
  die_area_um2: 16600
  die_y_um: 129
  fp-row-count: 39
  fp-utilization: 0.194
  die_w_um: 129
  ios: 214
  core_area_um2: 11500
status:
  status: "finished, final reports clean"
flow_run:
  maxCapViolCount: 0
  warnings: 33
worst_hold_path:
  min_path_type: "in2out"
-- state kept, by name, summed over array words and instances (netlist names) --
| register | cells |
|---|---|
| write_data | 32 |
| tmp | 24 |
-- cells in the mapped netlist --
library cell and n:
clkbuf_1 5, nand4b_1 1, o31ai_1 1, mux2i_1 56, mux2_2 16, nand4_1 4, buf_4 33, or3b_1 1
nor2_2 1, and4_1 1, a211oi_1 1, buf_6 2, nor2_1 17, buf_2 4, buf_12 1, nor3_1 1
dlxtn_1 32, nor4_1 1, and2_1 1, nand2_1 11, nor2b_1 17, o2111a_1 1, nor4_2 1, dlxtp_1 24
-- power by group through the flow --
stage / Clock (W) / Combinational (W) / Sequential (W)
after global routing: 0 / 0.000528 / 0.0000349
final: 0 / 0.000486 / 0.0000343
after CTS: 0 / 0.000497 / 0.0000344
-- cell usage in the layout (no fill, tap or decap), types with 2 or more instances in the layout --
master / n
clkdlybuf4s50_1: 194
mux2i_1: 56
dlxtn_1: 32
dlxtp_1: 24
buf_4: 18
nor2b_1: 17
nor2_1: 17
mux2_2: 16
dlymetal6s2s_1: 12
nand2_1: 11
nand4_1: 4
dlygate4sd2_1: 2
buf_2: 2
-- worst paths after layout --
path | to | slack, ns | cells after the start | from
setup / recovery | rdata[31] | 0.09 | 5 | ioread
hold / removal | address[25] | 1.50 | 2 | caddress[25]
-- routing by layer --
layer	global-route usage	wire length, µm
met4	0	0
met2	0.191	4850
met1	0.122	3910
met3	0.0375	1030
met5	0	0
-- cell type report --
| class | instances | area (µm²) |
|---|---|---|
| flip-flops and latches | 56 | 841 |
| well taps | 143 | 179 |
| repair buffers | 233 | 2330 |
| fillers | 1120 | 7080 |
| multi-input cells | 132 | 1090 |
-- cell families (layout without fill, tap and decap cells) --
logic type | after synthesis | in the layout | share of synthesized area
and+or+nand+nor | 57 | 57 | 0.134
muxes | 72 | 72 | 0.331
latches | 56 | 56 | 0.376
AOI/OAI and AO/OA | 3 | 3 | 0.0118
buffers and inverters | 45 | 233 | 0.147
-- what timing repair did --
action / CTS / global route
pin swaps: 4 / 5
hold buffers: 0 / 0
resized: 12 / 16
cloned: 1 / 0
setup endpoints to repair: 26 / 2
buffers inserted: 1 / 0
-- metrics by stage --
step	utilization	setup slack, ns	instances	cell area [µm²]
6_report	0.386	0.0939	564	4440
4_1_cts	0.382	0.0136	564	4400
3_3_place_gp	0.379	-0.381	562	4360
3_5_place_dp	0.379	-0.360	562	4360
2_1_floorplan	-	0.408	233	2240
5_1_grt	0.386	0.0330	564	4440
Power is estimated from default activity; no workload was simulated.
